===== ./run.sh =====
#!/bin/bash
# OpenROAD 26Q1-2900-gdf79404cd8, Yosys 0.63+post, stock flow scripts
make -C /OpenROAD-flow-scripts/flow DESIGN_CONFIG=/design/flow/config.mk WORK_HOME=/design/flow/orfs finish

===== ./config.mk =====
export PLATFORM = sky130hd
export DESIGN_NAME = top
export DESIGN_NICKNAME = top
export VERILOG_FILES = /design/flow/design.v
export SDC_FILE = /design/flow/constraint.sdc
export NUM_CORES = 4
export LEC_CHECK = 1
export CORE_UTILIZATION = 50

===== ./constraint.sdc =====
current_design top

set clk_period 19.2
set clk_io_pct 0.2

create_clock -name clk0 -period $clk_period [get_ports {clk}]

set non_clock_inputs [all_inputs -no_clocks]
set_input_delay [expr $clk_period * $clk_io_pct] -clock clk0 $non_clock_inputs
set_output_delay [expr $clk_period * $clk_io_pct] -clock clk0 [all_outputs]

===== ./design.v =====
module dial_solver(
        input logic [15:0] val,
        input logic        valid_i,
        input logic        clk,
        input logic        rst_n,
        input logic [15:0] full_turns,
        output logic       ready,
        output logic       valid,
        output logic [31:0] password
);
    logic signed[31:0] dial;
    logic signed[31:0] old_dial;
    logic [15:0] rval;
    typedef enum logic {
        LEFT = 0,
        RIGHT = 1
    } turn_t;
    typedef enum logic[2:0]{
        IDLE,
        READY,
        CHECK_TURN,
        R_END,
        L_END
    }state_t;
    logic turn;
    state_t state;
    assign turn = val[15];
    always_ff @(posedge clk) begin
        if(!rst_n) begin
            ready <= 0;
            password <= 0;
            dial <= 50;
            state <= IDLE;
        end
        else begin
            unique case(state)
                IDLE: begin
                    ready <= 1;
                    state <= READY;
                end
                READY: begin
                    if(valid_i) begin
                      old_dial <= dial;
                      password <= password + full_turns;
                      rval <= val;
                      state <= CHECK_TURN;
                      ready <= 0;
                    end
                end
                CHECK_TURN: begin
                    if(turn == RIGHT) begin
                      dial <= dial + rval[14:0];
                      state <= R_END;
                    end
                    else begin
                      dial <= dial - rval[14:0];
                      state <= L_END;
                    end
                end
                R_END: begin
                    if(dial > 99) begin
                        dial <= dial - 100;
                        password <= password + 1;
                    end
                    state <= READY;
                    ready <= 1;
                end
                L_END: begin
                    if(dial < 0) begin
                      dial <= dial + 100;
                    end
                    if((dial < 0 || dial == 0) && old_dial != 0)
                        password <= password + 1;
                    state <= READY;
                    ready <= 1;
                end
            endcase
        end
    end
endmodule
module divider(
    input logic [15:0]  dividend,
    output logic [15:0] quotient,
    output logic [15:0] remainder
);
    localparam logic[15:0] MAGIC = 16'h000047AF;
    logic [31:0]           temp;
    logic [31:0]           q;
    logic [15:0]           diff, t;
    assign temp = MAGIC * dividend[14:0];
    assign q = temp[31:16];
    assign diff = (dividend[14:0] - q) >> 1;
    assign t = diff + q;
    assign quotient = t >> 6;
    assign remainder[14:0] = dividend[14:0] - ((quotient << 6) + (quotient << 5) + (quotient << 2));
    assign remainder[15] = dividend[15];
endmodule
module input_circuit(
    input logic clk,
    input logic rst_n,
    input logic init_i,
    input logic stop_i,
    input logic [15:0] data_i,
    input logic valid_1,
    output logic ready_1,
    output logic [15:0] data_o,
    output logic valid_2,
    input  logic ready_2,
    output logic[15:0] total_num_turns_o
);
    logic[15:0] skid_buffer;
    logic       skid_buffer_empty;
    logic       r_init;
    logic       t1_done, t2_done;
    assign t1_done = ready_1 && valid_1;
    assign t2_done = ready_2 && valid_2;
    always_ff @(posedge clk) begin
        if(!rst_n) begin
            ready_1 <= 0;
        end
        else begin
            if(r_init)
              ready_1 <= 1;
            else begin
                if(!stop_i) begin
                    if(skid_buffer_empty) begin
                        if((!valid_2) || t2_done)
                          ready_1 <= 1;
                        else ready_1 <= 0;
                    end else ready_1 <= 0;
                end
                else
                    ready_1 <= 0;
            end
        end
    end
    always_ff @(posedge clk) begin
        if(!rst_n) begin
            valid_2 <= 0;
        end
        else begin
            if(r_init)
              valid_2 <= 0;
            else begin
                if(t2_done) begin
                    if(skid_buffer_empty) begin
                        if(t1_done) begin
                            data_o <= data_i;
                            valid_2 <= 1;
                        end
                        else begin
                            valid_2 <= 0;
                        end
                    end
                    else begin
                        data_o <= skid_buffer;
                        valid_2 <= 1;
                    end
                end
                else if(!valid_2) begin
                    if(t1_done) begin
                        data_o <= data_i;
                        valid_2 <= 1;
                    end
                end
            end
        end
    end
    always_ff @(posedge clk) begin
        if(!rst_n) begin
            r_init <= 0;
            skid_buffer_empty <= 1;
        end
        else begin
            if(r_init) begin
                if(t1_done) begin
                    r_init <= 0;
                    total_num_turns_o <= data_i;
                end
            end
            else begin
                if(init_i)
                    r_init <= 1;
                if(t1_done && valid_2 && !t2_done) begin
                    skid_buffer <= data_i;
                    skid_buffer_empty <= 0;
                end
                else if(!t1_done && t2_done && !skid_buffer_empty) begin
                    skid_buffer_empty <= 1;
                end
            end
        end
    end
endmodule
module top(input logic [15:0]  data_i,
           input logic         valid_i,
           input logic         clk,
           input logic         rst_n,
           output logic        ready_o,
           output logic valid_o,
           output logic [31:0] password_o);
    logic [15:0] dividend;
    logic [15:0] quotient;
    logic [15:0] remainder;
    logic        init;
    logic        stop;
    logic [31:0] turns;
    logic        ready1;
    logic        valid2, ready2;
    logic        valid3;
    logic [15:0] cnt;
    logic [15:0] total_num_turns;
    typedef enum logic[2:0] {
        IDLE,
        CHECK_TOTAL_CNT,
        ACTIVE,
        WAIT1,
        WAIT2,
        DONE
    }state_t;
    state_t state;
    always_ff @(posedge clk) begin
        if(!rst_n) begin
            state <= IDLE;
            valid_o <= 0;
            init <= 1;
            stop <= 1;
            cnt <= 0;
        end
        else begin
            unique case(state)
                IDLE: begin
                    if(valid_i && ready_o) begin
                        init <= 0;
                        state <= CHECK_TOTAL_CNT;
                    end
                end
                CHECK_TOTAL_CNT: begin
                    if(cnt == total_num_turns) begin
                        state <= DONE;
                    end
                    else begin
                        state <= ACTIVE;
                        stop <= 0;
                        init <= 0;
                    end
                end
                ACTIVE:begin
                    if(ready_o && valid_i) begin
                        cnt <= cnt + 1;
                        if(cnt + 1 == total_num_turns) begin
                            state <= WAIT1;
                            stop <= 1;
                        end
                    end
                end
                WAIT1: begin
                    state <= WAIT2;
                end
                WAIT2: begin
                    valid_o <= 1;
                    state <= DONE;
                end
                DONE:begin
                    valid_o <= 0;
                    stop <= 1;
                    init <= 1;
                    state <= IDLE;
                end
            endcase
        end
    end
    input_circuit ic (
        .clk (clk),
        .rst_n (rst_n),
        .data_i (data_i),
        .valid_1 (valid_i),
        .ready_1 (ready_o),
        .data_o (dividend),
        .valid_2 (valid_2),
        .ready_2 (ready_2),
        .total_num_turns_o (total_num_turns),
        .init_i (init),
        .stop_i (stop));
    divider d(.dividend (dividend),
              .quotient (quotient),
              .remainder (remainder));
    dial_solver ds(.val (remainder),
                  .valid_i (valid_2),
                  .clk (clk),
                  .rst_n (rst_n),
                  .ready (ready_2),
                  .valid (valid_3),
                  .password (password_o),
                  .full_turns (quotient));
endmodule

==> reports/notes.md <==
• 18,000 um2 — yosys-reported design area after synthesis
• 32.7 mm — placed wire-length estimate
• 51 — largest net degree at the start of global routing
• 9.08 um2 — synthesized area per cell
• 19,700 um2 — area of all placed cells without fillers
• 13.7k — via count of the first global-routing pass
• 0 — number of buffers inserted by hold repair at cts
• no — setup repair after global routing missed its margin
• 69 — Placement Rows
• 43.5% — relative slew slack
• 52 — worst-case reg-to-reg path depth
• 0 — final tally of setup violations
• 12.50 ns — final period demand of the worst path
• flop — startpoint class of the critical path
• sky130_fd_sc_hd__ha_1 — dominant logic cell type in the layout
• 0 — GR Overflow Total
• 24.9% — total routing resource utilization after global routing
• 0.67 ns — CP max stage delay
• 0.432 ns — hold slack
• 3,105 — Filler cells
• reg -> reg — type of the most critical hold path
• 0 — Final Max Tran Viols
• 53 — number of top-level pins
• 0.939 — RD Place Congestion
• 95 — count of library flops with an enable pin
• 80.0 MHz — maximum operating frequency
• 0 — Antenna Cells
• done — TritonCTS clock tree
• 32 — warning total across the stage logs
• 6.81 ns — pre-CTS worst setup slack
• 18,000 um2 — post-synthesis cell area
• 50.7% — fraction of the core area occupied by cells at floorplan
• 0.44 ns — insertion delay to the later sink of the worst-skew pair
• 13 — peak fanout along the critical path
• finished clean — result of the run
• 95 — Yosys cell types
• sky130_fd_sc_hd__edfxtp_1 — slowest stage cell, crit path
• 192 um — horizontal die dimension
• reg -> reg — Critical Setup Path Class
• 52 — count of buffers inserted at the top-level ports
• 0 — number of buffers inserted to repair setup after CTS
• sky130_fd_sc_hd__edfxtp_1 — Yosys top cell by area
• 14.0k — total number of vias
• 16.6 um — drt wl/cell
• sky130_fd_sc_hd__edfxtp_1, sky130_fd_sc_hd__ha_1, sky130_fd_sc_hd__dfxtp_1 — Top cells by area
• 5 — Detailed Routing Iterations Pass 1
• 194 — number of storage elements in the synthesis netlist
• sky130_fd_sc_hd__inv_1 — dominant cell type by count on the critical path
• 4 — htree depth
• 0 — final hold violation count
• 15.9% — portion of synthesized cell area occupied by the leading cell type
• 35,500 um2 — Placeable Area
• 12.69 ns — arrival time of data at the critical path endpoint
• 0 ns — final total negative setup slack
• sky130_fd_sc_hd__clkbuf_16 — library cell used as clock root buffer
• 0 — initial antenna violation count
• 41.5 mm — wire length reported by the detailed router
• 19,000 um2 — area after detailed placement
• sky130_fd_sc_hd__ha_1, sky130_fd_sc_hd__nor2_1, sky130_fd_sc_hd__inv_1, sky130_fd_sc_hd__a21oi_1, sky130_fd_sc_hd__nand2_1 — Top cells excl fill/tap
• 69.6 mm — first-pass GRT wire length
• 0 — max-cap viol count
• 6.70 ns — worst setup slack after layout
• 0% — asr flop ratio synth
• 192 um — die height
• 26.9% — post-synthesis sequential area ratio
• 5.41% — share of post-route cells with drive strength above 1
• 0 — number of remaining DRC errors
• 1,982 — number of standard cells after synthesis
• 630 — DRC marker count from the first detailed-route iteration
• 0.07 ns — clock-pin transition on the worst setup and hold timing paths
• 19.39 ns — critical path data required time
• 0.0142 ns — final worst clock skew
• 2 — maximum buffer depth of the clock tree
• 194 — Num Clock Sinks
• 9.47% — area added between synthesis and finish
• 0 — cell resize tally after clock tree synthesis
• flop — critical path capture point type
• 36,700 um2 — Die Size
• 0 — remaining antenna violation count after routing
• 65.1% — post-route clock period utilization
• 5.59 — detail-routed via count per cell
• 0.847 ns — transition at the pin with the smallest max-transition slack
• 1 — number of stages on the worst hold path
• 17 — number of buffers created by CTS
• sky130_fd_sc_hd__dfxtp_1 — top flip-flop cell by instance count after synthesis
• 6 — total number of yosys warnings
• 1,982 — cell total in the yosys stat output
-- logic make-up after synthesis --
kind of cell	after synthesis	synth area share (%)
adder cells (fa/ha/maj)	312	25.3
buffers and inverters	232	4.85
multiplexers	11	0.647
XOR/XNOR	183	9.56
flip-flops	194	26.9
AND/OR/NAND/NOR	583	15.6
AND-OR/OR-AND	467	17.2
-- synth_stat cells (4+ instances only) --
| library cell | number |
|---|---|
| sky130_fd_sc_hd__nor2_1 | 185 |
| sky130_fd_sc_hd__a211o_1 | 4 |
| sky130_fd_sc_hd__a311oi_1 | 9 |
| sky130_fd_sc_hd__ha_1 | 220 |
| sky130_fd_sc_hd__nand3_1 | 38 |
| sky130_fd_sc_hd__a211oi_1 | 18 |
| sky130_fd_sc_hd__o21a_1 | 33 |
| sky130_fd_sc_hd__o31a_1 | 5 |
| sky130_fd_sc_hd__o31ai_1 | 9 |
| sky130_fd_sc_hd__a21o_1 | 29 |
| sky130_fd_sc_hd__or3_1 | 16 |
| sky130_fd_sc_hd__clkbuf_1 | 46 |
| sky130_fd_sc_hd__nand2b_1 | 23 |
| sky130_fd_sc_hd__o211ai_1 | 7 |
| sky130_fd_sc_hd__xnor2_1 | 94 |
| sky130_fd_sc_hd__o21bai_1 | 15 |
| sky130_fd_sc_hd__mux2i_1 | 6 |
| sky130_fd_sc_hd__and3_1 | 17 |
| sky130_fd_sc_hd__nor2b_1 | 20 |
| sky130_fd_sc_hd__or2_2 | 8 |
| sky130_fd_sc_hd__inv_1 | 180 |
| sky130_fd_sc_hd__a21oi_2 | 4 |
| sky130_fd_sc_hd__xnor2_2 | 4 |
| sky130_fd_sc_hd__o21ai_0 | 91 |
| sky130_fd_sc_hd__mux2_2 | 5 |
| sky130_fd_sc_hd__a31oi_1 | 33 |
| sky130_fd_sc_hd__nor3_1 | 52 |
| sky130_fd_sc_hd__nand4_1 | 25 |
| sky130_fd_sc_hd__o22ai_1 | 6 |
| sky130_fd_sc_hd__edfxtp_1 | 95 |
| sky130_fd_sc_hd__xor2_1 | 79 |
| sky130_fd_sc_hd__and2_1 | 15 |
| sky130_fd_sc_hd__o21ai_1 | 4 |
| sky130_fd_sc_hd__o2111ai_1 | 4 |
| sky130_fd_sc_hd__o211ai_2 | 4 |
| sky130_fd_sc_hd__fa_1 | 88 |
| sky130_fd_sc_hd__a21oi_1 | 142 |
| sky130_fd_sc_hd__dfxtp_1 | 99 |
| sky130_fd_sc_hd__nand3b_1 | 7 |
| sky130_fd_sc_hd__nand2_1 | 134 |
| sky130_fd_sc_hd__nor4_1 | 24 |
| sky130_fd_sc_hd__a21boi_0 | 8 |
-- flip-flops by register name, summed over array words and instances (netlist names) --
signal,flops
ic.total_num_turns_o,16
cnt,16
ic.skid_buffer,16
ic.skid_buffer_empty,1
state,6
ds.state,5
init,1
ds.password,32
ic.r_init,1
ds.old_dial,32
ds.dial,32
ic.ready_1,1
ds.ready,1
ic.data_o,16
valid_o,1
ic.valid_2,1
ds.rval,15
stop,1
-- per-layer routing --
metal	wire length, um	track usage (%)	vias up
met5	0	0	-
met4	596	3.17	0
met3	1480	3.34	38
met2	19600	40.3	235
met1	19800	38.2	6593
li1	-	-	7084
-- critical path, delay by kind of cell, from the launching register on --
kind                     cells  cell delay, ns
flip-flops                   1            0.67
buffers and inverters        8            0.69
AND/OR/NAND/NOR              6            0.82
AND-OR/OR-AND               19            3.80
adder cells (fa/ha/maj)     12            5.18
XOR/XNOR                     7            1.11
-- area by class of cell --
class	count	area [um2]	share of cell area, %
clock inverter	12	201	1.02
tap	461	577	2.93
inverter	183	687	3.49
sequential	194	4830	24.5
clock buffer	20	447	2.27
timing repair buffer	69	648	3.29
multi-input combinational	1556	12300	62.5
-- stage by stage --
stage	utilization [%]	instances
after floorplan	-	1982
after global placement	53.7	2463
after detailed placement	53.7	2463
after CTS	55.5	2495
after global routing	55.5	2495
final	55.5	2495
-- final timing paths --
path | from | to | slack [ns]
max | ic.data_o[4] | ds.rval[14] | 6.70
min | state[5] | state[1] | 0.43
max reg2reg | ic.data_o[4] | ds.rval[14] | 6.70
min reg2reg | state[5] | state[1] | 0.43
